### flow/design.v
module Pipeline_reg #(
    parameter WIDTH = 200
) (
    input clk,
    input rst,
    input write_enable,
    input flush,
    input [WIDTH-1:0] data_in,
    output reg [WIDTH-1:0] data_out
);
  always @(posedge clk or posedge rst) begin
    if (rst) begin
      data_out <= 0;
    end else if (write_enable) begin
      if (flush) begin
        data_out <= 0;
      end else begin
        data_out <= data_in;
      end
    end
  end
endmodule
### flow/run.sh
#!/bin/bash
# OpenROAD 26Q1-2900-gdf79404cd8, Yosys 0.63+post, stock flow scripts
make -C /OpenROAD-flow-scripts/flow DESIGN_CONFIG=/design/flow/config.mk WORK_HOME=/design/flow/orfs finish
### flow/config.mk
export PLATFORM = sky130hd
export DESIGN_NAME = Pipeline_reg
export DESIGN_NICKNAME = Pipeline_reg
export VERILOG_FILES = /design/flow/design.v
export SDC_FILE = /design/flow/constraint.sdc
export NUM_CORES = 4
export LEC_CHECK = 1
export CORE_UTILIZATION = 30
### flow/constraint.sdc
current_design Pipeline_reg

set clk_period 1.1
set clk_io_pct 0.2

create_clock -name clk0 -period $clk_period [get_ports {clk}]

set non_clock_inputs [all_inputs -no_clocks]
set_input_delay [expr $clk_period * $clk_io_pct] -clock clk0 $non_clock_inputs
set_output_delay [expr $clk_period * $clk_io_pct] -clock clk0 [all_outputs]
==> flow_summary.toml <==
# generated from flow reports
[cts]
worst_skew_pair.late_latency_ns = 0.42
cts_hold_buffers = 0
cts-htree-levels = 4
ctsLongestPathBuffers = 2
cts_inserted_buffers = 17
clock_sinks = 200
tritoncts_clock_tree = "built"
clock_tree_root_buffer_cell = "clkbuf_16"
cts.clk_slew.worst_paths_ns = 0.08

[placement]
dp_cells = 1156
port-buffer-count = 403
gp_congestion = 0.8352
detailedPlace.worstSlack_ns = -0.4256
hpwl_um = 16110

[worst_setup_path]
reg2reg_depth = 3
path_cells = "buf_2"
largest_fanout_on_the_critical_path = 2
crit_slowest_cell = "dfrtp_1"
timing.critical_path.buf_inv = 1
timing.critical_path.required_ns = 0.88
start_to_end_type_of_the_worst_setup_path = "reg -> out"
cp.arrival_ns = 0.96
timing.critical_path.slowest_cell_delay_ns = 0.41
critPathCaptureType = "output port"
critical_path_depth = 1
path_delay_family = "flip-flops"
cp-start-kind = "flip-flop"

[synth]
yosys_cells = 448
ys_seq_share_pct = 70.83
post_synth_xor_area_fraction_pct = 0
synth.avg_cell_area_um2 = 15.77
yosysChipArea_um2 = 7066
synthTopLogicFamily = "AND-OR/OR-AND gates"
post_synth_and_or_nand_nor_area_fraction_pct = 0.1771
ys_warn_count = 1
yosys.area_share.adder_pct = 0
syn_inst = 448
synthMuxAreaShare_pct = 0
netlist_area_um2 = 7066
number_of_distinct_standard_cells_referenced_by_the_synthesized_netlist = 11
synthAoiAreaFrac_pct = 24.79
synth_flops = 200

[global_routing]
antenna_found_initial = 0
largest_net_degree_at_the_start_of_global_routing = 64
grt_pass1_vias = 6005
overflow = 0
grt_first_pass_wirelength_um = 34150
grt.total_usage_pct = 18.76

[final_timing]
grt_setup_unrepaired = "true"
min_period_ns = 1.182
report.final.setup_viol = 200
fin_worst_skew_ns = 0
final.hold.worst_slack_ns = 0.1938
setup_ws_ns = -0.08208
tightestPinTransition_ns = 0.2047
number_of_pins_exceeding_their_max_slew_limit_in_the_final_report = 0
layout_worst_path_cycle_share_pct = 107.5
hold_viol = 0
max_clock_freq_mhz = 846.0
slew_headroom_pct = 86.35

[detailed_routing]
wirelength_um = 22560
drt-met1-wl_um = 9401
met2_wirelength_um = 10640
drt-pass1-iter-count = 4
route.detailed.vias_per_inst = 4.625
wl_per_cell_um = 17.49
drt_iter0_markers = 271
route.detailed.drc = 0
maxUsedRoutingLayer = "met4"
met3WireLength_um = 2112
final_antenna_net_count = 0
detail_route.antenna_diodes = 0
num_vias = 5966

[die]
initCoreUtil_pct = 30.93
die_height_um = 155.5
core_region_area_um2 = 22850
core.rowCount = 55
io_pins = 404
die_area_um2 = 24170
die_width_um = 155.5

[run]
warning_count = 28
max_cap_violations = 0

[finish]
proportion_of_layout_cells_with_a_drive_suffix_above_1_pct = 38.18
number_of_flip_flops_in_the_largest_register = 200
area_delta_synth_final_pct = 72.25
final_core_util_pct = 53.27
reg_top3 = "data_out x200"
final-instance-count-excl-fill = 1290
registers.top_by_ff_count = "data_out"

[pwr]
p_leak_nw = 6.242
ir_worst_vdd_mv = 0.8406
power.density_cell_area_nw_per_um2 = 1407
totalPowerFinal_w = 0.01713

[outcome]
failed_checks = "negative setup slack"
outcome = "finished, violations left"

[min_path]
type_of_the_tightest_min_delay_check = "in -> async"
cell usage in the layout, fill, tap and decap left out, types with 18 or more instances in the layout:
cell type | synthesis | routed
clkbuf_16 | 0 | 18
buf_12 | 0 | 23
buf_4 | 1 | 114
a22o_1 | 199 | 199
dfrtp_1 | 200 | 200
clkdlybuf4s50_1 | 0 | 203
buf_2 | 18 | 199
Yosys cell counts:
cell type	n	area, um2
buf_6	13	146.4
o2bb2ai_1	1	8.760
buf_2	18	90.09
buf_4	1	7.510
nor2b_2	1	8.760
inv_1	2	7.510
nand2_1	1	3.750
dfrtp_1	200	5005
buf_1	1	3.750
clkbuf_1	11	41.29
a22o_1	199	1743
where the power goes:
group	switching, W	total, W	internal [W]
combinational	0.000894	0.00286	0.00196
clock	0.00288	0.00606	0.00319
sequential	0.000295	0.00821	0.00791
kinds of logic after synthesis:
| logic type | Yosys count |
|---|---|
| compound gates | 200 |
| flops | 200 |
| buf+inv | 46 |
| simple gates | 2 |
cell type report:
type | instances | area [um2]
Clock inverter | 13 | 143.9
Inverter | 2 | 16.27
Timing Repair Buffer | 543 | 4419
Tap cell | 313 | 391.6
Sequential cell | 200 | 5005
Multi-Input combinational cell | 202 | 1769
Fill cell | 1941 | 10680
Clock buffer | 17 | 425.4
metal layers:
layer,track usage [%],vias to the layer above
li1,-,2767
met1,27.13,2895
met2,29.36,283
met3,5.844,21
met4,2.801,0
met5,0,-
per-stage QoR:
step / setup TNS [ns] / instance area [um2]
detailed placement: -76.01 / 11790
CTS: -11.66 / 11820
global placement: -73.76 / 11790
finish: -7.459 / 12170
floorplan: -341.67 / 7069
global route: -17.65 / 12170
final timing paths:
check | from | slack (ns) | to
worst max register to register | data_out[26] | 0.15 | data_out[26]
min in group clk0 | data_in[198] | 0.36 | data_out[198]
worst min register to register | data_out[198] | 0.49 | data_out[198]
worst max-delay path | data_out[70] | -0.08 | data_out[70]
max in group asynchronous | rst | 0.57 | data_out[101]
worst min-delay path | rst | 0.19 | data_out[164]
what timing repair did:
action | in CTS | in global routing
buffers inserted | 62 | 41
endpoints found under the setup margin | 200 | 228
endpoints found under the hold margin | 0 | 0
gates resized | 636 | 3
gates cloned | 0 | 1
Power and IR drop assume default switching activity.
