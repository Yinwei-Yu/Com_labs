File: ./config.mk
export PLATFORM = sky130hd
export DESIGN_NAME = my_MIO_BUS
export DESIGN_NICKNAME = my_MIO_BUS
export VERILOG_FILES = /design/flow/design.v
export SDC_FILE = /design/flow/constraint.sdc
export NUM_CORES = 4
export LEC_CHECK = 1
export CORE_AREA = 10 10 157 157
export DIE_AREA = 0 0 167 167
File: ./constraint.sdc
current_design my_MIO_BUS

set clk_period 8.7
set clk_io_pct 0.2

create_clock -name clk0 -period $clk_period

set non_clock_inputs [all_inputs -no_clocks]
set_input_delay [expr $clk_period * $clk_io_pct] -clock clk0 $non_clock_inputs
set_output_delay [expr $clk_period * $clk_io_pct] -clock clk0 [all_outputs]
File: ./design.v
module my_MIO_BUS (
    input clk,
    input rst,
    input [4:0] BTN,   
    input [15:0] SW,   
    input [31:0] PC,
    input mem_w,   
    input [31:0] Cpu_data2bus,   
    input [31:0] addr_bus,   
    input [31:0] ram_data_out,   
    input [15:0] led_out,
    input [31:0] counter_out,   
    input counter0_out,   
    input counter1_out,   
    input counter2_out,   
    output reg [31:0] Cpu_data4bus, 
    output reg [31:0] ram_data_in, 
    output reg [9:0] ram_addr, 
    output reg data_ram_we, 
    output reg GPIOf0000000_we, 
    output reg GPIOe0000000_we, 
    output reg counter_we, 
    output reg [31:0] Peripheral_in, 
    input [11:0] vram_data_out, 
    output reg [11:0] vram_data_in, 
    output reg [17:0] vram_addr, 
    output reg vram_we, 
    input [7:0] audio_data_out , 
    output reg [7:0] audio_data_in, 
    output reg [16:0] audio_addr, 
    output reg audio_we 
);
always @ ( * ) begin
    Cpu_data4bus = 0;
    ram_data_in = 0;
    ram_addr = 0;
    data_ram_we = 0;
    GPIOf0000000_we = 0;
    GPIOe0000000_we = 0;
    counter_we = 0;
    Peripheral_in = 0;
    vram_data_in = 0;
    vram_addr = 0;
    vram_we = 0;
    audio_data_in = 0;
    audio_addr = 0;
    audio_we = 0;
    case (addr_bus[31:28]) 
        4'b1111:begin  
            GPIOe0000000_we = mem_w;
            Peripheral_in = Cpu_data2bus;  
            data_ram_we=0;
            Cpu_data4bus = {11'b00000000000,BTN,SW}; 
        end
        4'b1110:begin  
            GPIOe0000000_we = mem_w;
            Peripheral_in = Cpu_data2bus;  
            ram_data_in = Cpu_data2bus; 
            ram_addr = addr_bus[11:2]; 
        end
        4'b1100:begin 
            vram_we=mem_w;
            vram_addr = addr_bus[18:1];  
            vram_data_in = Cpu_data2bus[11:0];
            Cpu_data4bus = {20'b0, vram_data_out};
        end
        4'b1010:begin
            audio_we = mem_w;
            audio_addr = addr_bus[17:1];
            audio_data_in = Cpu_data2bus[7:0];
            Cpu_data4bus = {24'b0, audio_data_out};
        end
        default: begin
            Cpu_data4bus = ram_data_out; 
            ram_data_in = Cpu_data2bus; 
            ram_addr = addr_bus[11:2]; 
            data_ram_we = mem_w;
        end
    endcase
end
endmodule
File: ./run.sh
#!/bin/bash
# OpenROAD 26Q1-2900-gdf79404cd8, Yosys 0.63+post, stock flow scripts
make -C /OpenROAD-flow-scripts/flow DESIGN_CONFIG=/design/flow/config.mk WORK_HOME=/design/flow/orfs finish
==> impl_metrics.py <==
# Auto-generated metrics
metrics = {
    "status": {
        "status": "finished clean",
    },
    "final_timing": {
        "hold_violations": 0,
        "period_used_share": 0.707,
        "fin_crit_ns": 6.15,
        "rsz0062_at_grt": "false",
        "relSlewSlack": 0.503,
        "setup_violations": 0,
        "slew_violations": 0,
        "timing.fmax_ghz": 0.163,
        "setup_slack_ns": 2.55,
        "fin_tns_setup_ns": 0,
        "whs_ns": 4.39,
        "worstMarginPinSlew_ns": 0.744,
    },
    "worst_setup_path": {
        "crit_chain": "clkdlybuf4s50_1 -> nand2b_1 -> mux2i_4 -> buf_4 -> a21boi_0 -> clkdlybuf4s50_1",
        "worst-path-buf-inv": 3,
        "critPathMaxStageDelay_ns": 0.95,
        "worstSetupPathType": "in -> out",
        "cp-end-kind": "primary output",
        "crit_slowest_cell": "clkdlybuf4s50_1",
        "arrival_ns": 4.41,
        "path_common_cell": "clkdlybuf4s50_1",
        "crit_family": "buffers and inverters",
        "start_kind": "input pin",
        "crit_fanout": 33,
        "worstPathRequired_ns": 6.96,
    },
    "global_routing": {
        "grt_max_degree": 49,
        "grt_pass1_vias": 2912,
        "overflow": 0,
        "grt_first_pass_wirelength_mm": 19.2,
        "grt_use_total": 0.0864,
        "antenna_found_initial": 0,
    },
    "drt": {
        "route.detailed.drc": 0,
        "wl_per_cell_um": 16.3,
        "finalWirelength_mm": 12.8,
        "antenna_left": 0,
        "viasPerCell": 3.43,
        "vias": 2682,
        "top_layer": "met4",
        "drt_iter0_drc": 113,
        "first_pass_iters": 4,
        "diodes": 0,
        "met1_length_mm": 4.99,
        "met3_wirelength_mm": 1.32,
        "wl_met2_mm": 6.44,
    },
    "yosys": {
        "ys_seq_frac": 0,
        "ys_cells": 235,
        "yosys.area.top_type": "and2_1",
        "yosys_warnings": 1,
        "avgSynthCellArea_um2": 6.91,
        "ys_types": 25,
        "netlist_instances": 235,
        "topCellsByArea": "and2_1 41%, a21boi_0 19%, a221o_1 6.8%",
        "top_area_frac": 0.408,
        "netlist_area_um2": 1620,
        "ys_area_um2": 1620,
    },
    "final_layout": {
        "flops": 0,
        "lay_top_count": "clkdlybuf4s50_1",
        "fin_util": 0.227,
        "area_delta_synth_final_pct": 196,
        "fin_cells": 783,
        "lay_top_cells": "292 x clkdlybuf4s50_1, 106 x and2_1, 42 x a21boi_0, 14 x nand3b_1, 11 x a221o_1",
        "clockBufferCount": 0,
        "final_area_um2": 4800,
        "drive_above_1_share": 0.0256,
        "seqCellArea_um2": 0,
    },
    "place": {
        "hpwl_mm": 10.7,
        "place_area_um2": 4800,
        "dp.cells": 783,
        "place_ws_ns": 2.46,
        "gp_congestion": 0.832,
        "port_buffers": 293,
    },
    "clocking": {
        "post_cts_buffers": 0,
        "cts_resized": 0,
        "ctsHoldBuffers": 0,
    },
    "die": {
        "core_area_um2": 21200,
        "fp_util": 0.0768,
        "die_h_um": 167,
        "chipArea_um2": 27900,
        "die_w_um": 167,
        "placementRows": 53,
        "ioPinCount": 390,
    },
    "power_and_ir_drop": {
        "p_int_mw": 0.133,
        "comb_power_share": 1.000,
        "ir_drop_uv": 12.8,
        "power_mw": 0.186,
        "power_density_nw_per_um2": 38.6,
        "netSwitchingPower_mw": 0.0529,
        "sw_frac_of_total": 0.285,
        "pwr-share-seq": 0,
        "p_clk_frac": 0,
        "p_leak_nw": 1.71,
    },
    "run": {
        "drv_cap": 0,
        "tool_warnings": 127,
    },
    "hold_path": {
        "hold_path.class": "in -> out",
        "holdPathStages": 3,
        "hold_end": "Cpu_data4bus[21]",
        "min-delay-start": "ram_data_out[21]",
    },
}
-- layer usage --
layer,up-vias,track usage
met4,0,0.00153
li1,1357,-
met1,1180,0.100
met3,2,0.0339
met2,143,0.154
met5,-,0
-- power by group through the flow --
stage	clock network (mW)	logic, mW	registers [mW]
CTS	0	0.191	0
global route	0	0.204	0
finish	0	0.186	0
-- layout make-up --
class                           count  area [um2]
Multi-Input combinational cell    206        1470
Inverter                            1        3.75
Tap cell                          275         344
Timing Repair Buffer              301        2990
Fill cell                        2344       16400
-- cells in the mapped netlist (all sizes together), types with 2 or more instances --
master	n
buf	15
a22o	9
nor3b	2
and2	106
nand3b	14
a21boi	42
nand2b	3
clkbuf	14
a221o	11
a21oi	7
-- tightest hold or removal path, cell delays in order --
cell and delay, ns:
clkdlybuf4s50_1 0.39, and2_1 0.13, clkdlybuf4s50_1 0.40
-- cells by family after synthesis --
family | after synthesis | share of synthesized area
xor gates and xnor gates | 1 | 0.00539
other | 1 | 0.00231
buffers and inverters | 30 | 0.104
and+or+nand+nor | 129 | 0.525
AOI/OAI and AO/OA | 73 | 0.355
muxes | 1 | 0.00847
-- worst max-delay path by stage --
stage | depth (start not counted) | slack, ns | to | start
after CTS | 6 | 2.46 | ram_data_in[28] | addr_bus[30]
after global routing | 6 | 2.33 | ram_data_in[28] | addr_bus[30]
final | 6 | 2.55 | ram_data_in[28] | addr_bus[30]
Power is estimated from default activity; no workload was simulated.
